`/design/flow/run.sh`:
```
#!/bin/bash
# OpenROAD 26Q1-2900-gdf79404cd8, Yosys 0.63+post, stock flow scripts
make -C /OpenROAD-flow-scripts/flow DESIGN_CONFIG=/design/flow/config.mk WORK_HOME=/design/flow/orfs finish
```
`/design/flow/config.mk`:
```
export PLATFORM = sky130hd
export DESIGN_NAME = ENIGMA
export DESIGN_NICKNAME = ENIGMA
export VERILOG_FILES = /design/flow/design.v
export SDC_FILE = /design/flow/constraint.sdc
export NUM_CORES = 4
export LEC_CHECK = 1
export CORE_UTILIZATION = 50
```
`/design/flow/constraint.sdc`:
```
current_design ENIGMA

set clk_period 55.7
set clk_io_pct 0.2

create_clock -name clk0 -period $clk_period [get_ports {clk}]

set non_clock_inputs [all_inputs -no_clocks]
set_input_delay [expr $clk_period * $clk_io_pct] -clock clk0 $non_clock_inputs
set_output_delay [expr $clk_period * $clk_io_pct] -clock clk0 [all_outputs]
```
`/design/flow/design.v`:
```
module ENIGMA(
           clk,
           rst_n,
           in_valid,
           in_valid_2,
           crypt_mode,
           code_in,
           out_code,
           out_valid
       );
input            clk;          
input            rst_n;        
input            in_valid;     
input            in_valid_2;   
input            crypt_mode;   
input      [5:0] code_in;	   
output reg       out_valid;    
output reg [5:0] out_code;	   
reg        mode, valid_reg, cnt;
reg  [5:0] decode_A, decode_B, crypt_word;
reg  [5:0] B_out;
wire [5:0] A_out, ans;
reg  [5:0] rotor [0:127];   
integer i;
always @(posedge clk) mode <= (in_valid && cnt == 0)? crypt_mode : mode;
always @(posedge clk) valid_reg <= in_valid_2;
always@(posedge clk) cnt <= (in_valid)? 1 : 0;
always @(posedge clk) crypt_word <= (in_valid_2)? code_in : 0;
assign A_out = rotor[crypt_word];
assign ans = 63 - B_out;
always @(*) begin  
    case (A_out)
        0:  B_out = rotor[64];
        1:  B_out = rotor[65];
        2:  B_out = rotor[66];
        3:  B_out = rotor[67];
        4:  B_out = rotor[68];
        5:  B_out = rotor[69];
        6:  B_out = rotor[70];
        7:  B_out = rotor[71];
        8:  B_out = rotor[72];
        9:  B_out = rotor[73];
        10: B_out = rotor[74];
        11: B_out = rotor[75];
        12: B_out = rotor[76];
        13: B_out = rotor[77];
        14: B_out = rotor[78];
        15: B_out = rotor[79];
        16: B_out = rotor[80];
        17: B_out = rotor[81];
        18: B_out = rotor[82];
        19: B_out = rotor[83];
        20: B_out = rotor[84];
        21: B_out = rotor[85];
        22: B_out = rotor[86];
        23: B_out = rotor[87];
        24: B_out = rotor[88];
        25: B_out = rotor[89];
        26: B_out = rotor[90];
        27: B_out = rotor[91];
        28: B_out = rotor[92];
        29: B_out = rotor[93];
        30: B_out = rotor[94];
        31: B_out = rotor[95];
        32: B_out = rotor[96];
        33: B_out = rotor[97];
        34: B_out = rotor[98];
        35: B_out = rotor[99];
        36: B_out = rotor[100];
        37: B_out = rotor[101];
        38: B_out = rotor[102];
        39: B_out = rotor[103];
        40: B_out = rotor[104];
        41: B_out = rotor[105];
        42: B_out = rotor[106];
        43: B_out = rotor[107];
        44: B_out = rotor[108];
        45: B_out = rotor[109];
        46: B_out = rotor[110];
        47: B_out = rotor[111];
        48: B_out = rotor[112];
        49: B_out = rotor[113];
        50: B_out = rotor[114];
        51: B_out = rotor[115];
        52: B_out = rotor[116];
        53: B_out = rotor[117];
        54: B_out = rotor[118];
        55: B_out = rotor[119];
        56: B_out = rotor[120];
        57: B_out = rotor[121];
        58: B_out = rotor[122];
        59: B_out = rotor[123];
        60: B_out = rotor[124];
        61: B_out = rotor[125];
        62: B_out = rotor[126];
        63: B_out = rotor[127]; 
        default: B_out = rotor[0]; 
    endcase
end
always @(*)
begin
    decode_A = 0;
    decode_B = 0;
    for (i=64;i<128;i=i+1)
    begin
        if(rotor[i] == ans) decode_B = i;
    end
    for (i=0;i<64;i=i+1)
    begin
        if(rotor[i] == decode_B) decode_A = i;
    end
end
always @(posedge clk or negedge rst_n)
begin
    if(!rst_n) out_code <= 0;
    else       out_code <= (valid_reg)? decode_A : 0;
end
always @(posedge clk or negedge rst_n)
begin
    if(!rst_n) out_valid <= 0;
    else       out_valid <= valid_reg;
end
wire [1:0] s;
assign s = (!mode)? A_out[1:0] : decode_B[1:0];
wire [2:0] p;
assign p = (!mode)? B_out[2:0] : ans[2:0];
always @(posedge clk)
begin
    if(in_valid)
    begin
        rotor[127] <= code_in;
        for (i=127;i>0;i=i-1) rotor[i-1] <= rotor[i];
    end
    else if(valid_reg)
    begin
        for (i=0;i<61;i=i+1) rotor[i + s] <= rotor[i];
        case (s)
            0:
            begin
                rotor[61] <= rotor[61];
                rotor[62] <= rotor[62];
                rotor[63] <= rotor[63];
            end
            1:
            begin
                rotor[62] <= rotor[61];
                rotor[63] <= rotor[62];
                rotor[0]  <= rotor[63];
            end
            2:
            begin
                rotor[63] <= rotor[61];
                rotor[0]  <= rotor[62];
                rotor[1]  <= rotor[63];
            end
            3:
            begin
                rotor[0]  <= rotor[61];
                rotor[1]  <= rotor[62];
                rotor[2]  <= rotor[63];
            end
            default:
            begin
                rotor[61] <= rotor[61];
                rotor[62] <= rotor[62];
                rotor[63] <= rotor[63];
            end
        endcase
        case (p)
            0:  for (i=64;i<128;i=i+1) rotor[i] <= rotor[i];
            1:
            begin
                for (i=0;i<8;i=i+1)
                begin
                    rotor[64 + (i << 3)] <= rotor[65 + (i << 3)];
                    rotor[65 + (i << 3)] <= rotor[64 + (i << 3)];
                    rotor[66 + (i << 3)] <= rotor[67 + (i << 3)];
                    rotor[67 + (i << 3)] <= rotor[66 + (i << 3)];
                    rotor[68 + (i << 3)] <= rotor[69 + (i << 3)];
                    rotor[69 + (i << 3)] <= rotor[68 + (i << 3)];
                    rotor[70 + (i << 3)] <= rotor[71 + (i << 3)];
                    rotor[71 + (i << 3)] <= rotor[70 + (i << 3)];
                end
            end
            2:
            begin
                for (i=0;i<8;i=i+1)
                begin
                    rotor[64 + (i << 3)] <= rotor[66 + (i << 3)];
                    rotor[65 + (i << 3)] <= rotor[67 + (i << 3)];
                    rotor[66 + (i << 3)] <= rotor[64 + (i << 3)];
                    rotor[67 + (i << 3)] <= rotor[65 + (i << 3)];
                    rotor[68 + (i << 3)] <= rotor[70 + (i << 3)];
                    rotor[69 + (i << 3)] <= rotor[71 + (i << 3)];
                    rotor[70 + (i << 3)] <= rotor[68 + (i << 3)];
                    rotor[71 + (i << 3)] <= rotor[69 + (i << 3)];
                end
            end
            3:
            begin
                for (i=0;i<8;i=i+1)
                begin
                    rotor[64 + (i << 3)] <= rotor[64 + (i << 3)];
                    rotor[65 + (i << 3)] <= rotor[68 + (i << 3)];
                    rotor[66 + (i << 3)] <= rotor[69 + (i << 3)];
                    rotor[67 + (i << 3)] <= rotor[70 + (i << 3)];
                    rotor[68 + (i << 3)] <= rotor[65 + (i << 3)];
                    rotor[69 + (i << 3)] <= rotor[66 + (i << 3)];
                    rotor[70 + (i << 3)] <= rotor[67 + (i << 3)];
                    rotor[71 + (i << 3)] <= rotor[71 + (i << 3)];
                end
            end
            4:
            begin
                for (i=0;i<8;i=i+1)
                begin
                    rotor[64 + (i << 3)] <= rotor[68 + (i << 3)];
                    rotor[65 + (i << 3)] <= rotor[69 + (i << 3)];
                    rotor[66 + (i << 3)] <= rotor[70 + (i << 3)];
                    rotor[67 + (i << 3)] <= rotor[71 + (i << 3)];
                    rotor[68 + (i << 3)] <= rotor[64 + (i << 3)];
                    rotor[69 + (i << 3)] <= rotor[65 + (i << 3)];
                    rotor[70 + (i << 3)] <= rotor[66 + (i << 3)];
                    rotor[71 + (i << 3)] <= rotor[67 + (i << 3)];
                end
            end
            5:
            begin
                for (i=0;i<8;i=i+1)
                begin
                    rotor[64 + (i << 3)] <= rotor[69 + (i << 3)];
                    rotor[65 + (i << 3)] <= rotor[70 + (i << 3)];
                    rotor[66 + (i << 3)] <= rotor[71 + (i << 3)];
                    rotor[67 + (i << 3)] <= rotor[67 + (i << 3)];
                    rotor[68 + (i << 3)] <= rotor[68 + (i << 3)];
                    rotor[69 + (i << 3)] <= rotor[64 + (i << 3)];
                    rotor[70 + (i << 3)] <= rotor[65 + (i << 3)];
                    rotor[71 + (i << 3)] <= rotor[66 + (i << 3)];
                end
            end
            6:
            begin
                for (i=0;i<8;i=i+1)
                begin
                    rotor[64 + (i << 3)] <= rotor[70 + (i << 3)];
                    rotor[65 + (i << 3)] <= rotor[71 + (i << 3)];
                    rotor[66 + (i << 3)] <= rotor[67 + (i << 3)];
                    rotor[67 + (i << 3)] <= rotor[66 + (i << 3)];
                    rotor[68 + (i << 3)] <= rotor[69 + (i << 3)];
                    rotor[69 + (i << 3)] <= rotor[68 + (i << 3)];
                    rotor[70 + (i << 3)] <= rotor[64 + (i << 3)];
                    rotor[71 + (i << 3)] <= rotor[65 + (i << 3)];
                end
            end
            7:
            begin
                for (i=0;i<8;i=i+1)
                begin
                    rotor[64 + (i << 3)] <= rotor[71 + (i << 3)];
                    rotor[65 + (i << 3)] <= rotor[70 + (i << 3)];
                    rotor[66 + (i << 3)] <= rotor[69 + (i << 3)];
                    rotor[67 + (i << 3)] <= rotor[68 + (i << 3)];
                    rotor[68 + (i << 3)] <= rotor[67 + (i << 3)];
                    rotor[69 + (i << 3)] <= rotor[66 + (i << 3)];
                    rotor[70 + (i << 3)] <= rotor[65 + (i << 3)];
                    rotor[71 + (i << 3)] <= rotor[64 + (i << 3)];
                end
            end
            default: for (i=64;i<128;i=i+1) rotor[i] <= rotor[i];
        endcase
    end
end
endmodule
```
==> run_results.csv <==
group,metric,value,unit
cells_and_area,drive_gt1_share,8.25,%
critical_path,cp-end-kind,"flip-flop",
critical_path,crit_cells,38,
min_path,min_path_type,"flip-flop to flip-flop",
cts,cts_buffers,98,
grt,grt_pass1_wl,724,mm
die,row_count,150,
die,fp_util,50.4,%
yosys,seq_area_frac_synth,27.8,%
grt,grt.total_usage,62.6,%
timing,fin_crit,17.38,ns
die,io-pin-count,18,
critical_path,r2r_cells,38,
timing,final-hold-violation-count,0,
timing,max_slew_margin,1.56,%
cts,root_buffer,"clkbuf_16",
cells_and_area,final_util,52.8,%
min_path,whs_path_depth,1,
place,gp_congestion,1.17,
routing,wirelength,522,mm
cells_and_area,largest_reg_flops,768,
cells_and_area,syn2layout_area_growth,4.81,%
die,coreArea,167000,um2
timing,rsz0062_at_grt,"no",
yosys,ff_type,"edfxtp_1",
place,place.port_buffers,17,
outcome,status,"finished, final reports clean",
critical_path,slowest_stage,"xnor2_1",
timing,fin_tns_setup,0,ns
cells_and_area,mostFrequentLayoutCell,"nand2_1",
critical_path,critPathKind,"flip-flop to flip-flop",
die,dieHeight,412,um
timing,fin_worst_skew,0.100,ns
run,maxCapViolations,0,
timing,drv_slew,0,
grt,antenna_found_initial,58,
routing,wire_per_inst,40.7,um
routing,drtAntennaViolNets,0,
cells_and_area,largest-register,"rotor",
cts,clk_latency,0.82,ns
routing,viasPerCell,7.99,
timing,clock.fmax,57.6,MHz
routing,drc,0,
yosys,netlist_instances,11500,
cells_and_area,reg_top3,"rotor (768), out_code (6)",
timing,timing_worst_slew_pin_value,1.47,ns
critical_path,cp_max_fo,81,
cts,cts_setup_buffers,0,
routing,drt-initial-drc-count,18600,
timing,post-route-period-util,31.2,%
yosys,synth_flops,784,
critical_path,cpPeakStageDelay,1.10,ns
critical_path,cp_top_family,"simple AND/OR/NAND/NOR gates",
cts,cts-resized-gates,0,
run,warnings,47,
cells_and_area,final_area,88300,um2
cts,htree_num_levels,3,
grt,grt_pass1_vias,93200,
critical_path,worstPathRequired,56.36,ns
critical_path,start_kind,"flip-flop",
die,die-area,170000,um2
place,hpwl,344,mm
yosys,yosysCellCount,11500,
cells_and_area,lay_top_cells,"nand2_1 (1672), a21oi_1 (1152), nor2_1 (837)",
grt,grt_max_degree,150,
yosys,synth_warnings,1,
die,die_w,412,um
timing,finalSetupViolCount,0,
place,postPlaceCellArea,85100,um2
grt,overflow,0,
cts,cts_sinks,784,
cts,clockBufferDepth,3,
cts,path_clk_slew,0.06,ns
yosys,syn_area_per_cell,7.34,um2
critical_path,critPathBufInv,10,
yosys,synth_area,84200,um2
yosys,synthArstFlopShare,0.893,%
routing,dr.pass1.iters,15,
critical_path,crit_arrival,18.04,ns
yosys,enable_flop_cells,769,
yosys,synth_cell_types,123,
cts,hold_buffers,0,
yosys,ys_chip_area,84200,um2
routing,num_vias,103000,
cts,cts_tree,"yes",
critical_path,cpMostUsedCell,"buf_4",
[cell families after synthesis]
group	count (synthesis)	share of synthesized area, %
adders and majority gates	4	0.0594
DFF	784	27.8
buffers and inverters	1737	8.58
muxes	364	4.37
AOI/OAI and AO/OA	4128	32.0
and+or+nand+nor	3888	21.2
xor gates and xnor gates	575	5.98
[Yosys cell counts (24+ instances only)]
master / count / area share (%)
nand2_1: 1690 / 7.5
clkbuf_1: 1257 / 5.6
a21oi_1: 1154 / 6.9
nor2_1: 862 / 3.8
o21ai_0: 819 / 4.9
edfxtp_1: 769 / 27
nand3_1: 453 / 2.7
xnor2_1: 377 / 3.9
mux2i_1: 337 / 4.0
a211oi_1: 309 / 2.8
o22ai_1: 264 / 2.0
a22oi_1: 217 / 1.9
o211ai_1: 215 / 1.9
xor2_1: 198 / 2.1
a31oi_1: 187 / 1.4
a222oi_1: 162 / 1.9
nor3_1: 146 / 0.87
buf_1: 136 / 0.61
and2_1: 133 / 0.99
a311oi_1: 127 / 1.3
inv_1: 113 / 0.50
buf_2: 109 / 0.65
nor4_1: 97 / 0.72
o221ai_1: 85 / 0.88
nand4_1: 75 / 0.56
a221oi_1: 69 / 0.72
a32oi_1: 68 / 0.71
and3_1: 63 / 0.47
buf_4: 63 / 0.56
o2111ai_1: 60 / 0.62
nand2b_1: 59 / 0.44
nor3b_1: 45 / 0.40
o22a_1: 45 / 0.47
nor2b_1: 38 / 0.28
buf_6: 35 / 0.47
a2111oi_0: 34 / 0.35
and4_1: 34 / 0.35
or3_1: 28 / 0.21
or4_1: 26 / 0.23
a221o_1: 25 / 0.30
mux2_2: 24 / 0.32
o311ai_0: 24 / 0.25
o31ai_1: 24 / 0.21
[path summary, 6_finish.rpt]
| kind | startpoint | to | slack, ns |
|---|---|---|---|
| setup / recovery | flip-flop | rotor[24][0] | 38.32 |
| hold / removal | cnt | mode | 0.51 |
| setup reg to reg | flip-flop | rotor[24][0] | 38.32 |
| hold reg to reg | cnt | mode | 0.51 |
| max in group asynchronous | rst_n | out_code[1] | 44.81 |
| min in group asynchronous | rst_n | out_code[0] | 10.61 |
[per-stage QoR]
stage                     std cells  worst slack [ns]  hold WS, ns
after global routing          12800             39.32        0.545
after global placement        12600             40.07        0.494
after CTS                     12800             40.52        0.509
final                         12800             38.32        0.510
after floorplan               11500             41.25        0.344
after detailed placement      12600             40.05        0.495
[metal layers]
metal	routed length, um	vias up	share of wire, %	track usage, %
li1	-	40900	-	-
met1	163000	46700	31	71.2
met5	1080	-	0.21	4.64
met4	64300	56	12	54.0
met3	91500	3682	18	37.4
met2	203000	11200	39	82.5
[layout make-up]
type | count | area, um2
Timing Repair Buffer | 552 | 4310
Clock buffer | 139 | 2660
Tap cell | 2204 | 2760
Clock inverter | 36 | 373
Sequential cell | 784 | 23400
Antenna cell | 46 | 115
Inverter | 115 | 432
Fill cell | 15300 | 79000
Multi-Input combinational cell | 8959 | 54200
